File: run.sh
#!/bin/bash
# OpenROAD 26Q1-2900-gdf79404cd8, Yosys 0.63+post, stock flow scripts
make -C /OpenROAD-flow-scripts/flow DESIGN_CONFIG=/design/flow/config.mk WORK_HOME=/design/flow/orfs finish
File: design.v
module alu (a,b,s,f);
	input [3:0] a;
	input [3:0] b;
	input [2:0] s;
	output [3:0] f;
	wire [3:0] w0, w1, w2, w3, w4, w5, w6, w7;
	assign w0 = a+b;
	assign w1 = a-b;
	assign w2 = a << b;
	assign w3 = a >> b;
	assign w4 = a&b;
	assign w5 = a | b;
	assign w6 = a^b;
	assign w7 = ~a;
	mux8x1 muxout (.i0(w0),.i1(w1),.i2(w2),.i3(w3),.i4(w4),.i5(w5),.i6(w6),.i7(w7),.s(s),.f(f));
endmodule
module mux8x1 (i0,i1,i2,i3,i4,i5,i6,i7,s,f);
	input [3:0] i0,i1,i2,i3,i4,i5,i6,i7;
	input [2:0] s;
	output [3:0] f;
	assign f[3] = (~s[2])&(~s[1])&(~s[0])&i0[3] | (~s[2])&(~s[1])&(s[0])&i1[3] | (~s[2])&(s[1])&(~s[0])&i2[3] | (~s[2])&(s[1])&(s[0])&i3[3] | (s[2])&(~s[1])&(~s[0])&i4[3] | (s[2])&(~s[1])&(s[0])&i5[3] | (s[2])&(s[1])&(~s[0])&i6[3] | (s[2])&(s[1])&(s[0])&i7[3];
	assign f[2] = (~s[2])&(~s[1])&(~s[0])&i0[2] | (~s[2])&(~s[1])&(s[0])&i1[2] | (~s[2])&(s[1])&(~s[0])&i2[2] | (~s[2])&(s[1])&(s[0])&i3[2] | (s[2])&(~s[1])&(~s[0])&i4[2] | (s[2])&(~s[1])&(s[0])&i5[2] | (s[2])&(s[1])&(~s[0])&i6[2] | (s[2])&(s[1])&(s[0])&i7[2];
	assign f[1] = (~s[2])&(~s[1])&(~s[0])&i0[1] | (~s[2])&(~s[1])&(s[0])&i1[1] | (~s[2])&(s[1])&(~s[0])&i2[1] | (~s[2])&(s[1])&(s[0])&i3[1] | (s[2])&(~s[1])&(~s[0])&i4[1] | (s[2])&(~s[1])&(s[0])&i5[1] | (s[2])&(s[1])&(~s[0])&i6[1] | (s[2])&(s[1])&(s[0])&i7[1];
	assign f[0] = (~s[2])&(~s[1])&(~s[0])&i0[0] | (~s[2])&(~s[1])&(s[0])&i1[0] | (~s[2])&(s[1])&(~s[0])&i2[0] | (~s[2])&(s[1])&(s[0])&i3[0] | (s[2])&(~s[1])&(~s[0])&i4[0] | (s[2])&(~s[1])&(s[0])&i5[0] | (s[2])&(s[1])&(~s[0])&i6[0] | (s[2])&(s[1])&(s[0])&i7[0];
endmodule
File: config.mk
export PLATFORM = sky130hd
export DESIGN_NAME = alu
export DESIGN_NICKNAME = alu
export VERILOG_FILES = /design/flow/design.v
export SDC_FILE = /design/flow/constraint.sdc
export NUM_CORES = 4
export LEC_CHECK = 1
export CORE_AREA = 10 10 71 71
export DIE_AREA = 0 0 81 81
File: constraint.sdc
current_design alu

set clk_period 3.3
set clk_io_pct 0.2

create_clock -name clk0 -period $clk_period

set non_clock_inputs [all_inputs -no_clocks]
set_input_delay [expr $clk_period * $clk_io_pct] -clock clk0 $non_clock_inputs
set_output_delay [expr $clk_period * $clk_io_pct] -clock clk0 [all_outputs]
==> impl_metrics.py <==
# Synthesis and PnR figures
metrics = {
    "floorplanning": {
        "floorplan.core_util": 0.189,
        "ioPinCount": 15,
        "fp-row-count": 22,
        "fp.dieW_um": 81,
        "die_h_um": 81,
        "core_um2": 3630,
        "chip_area_um2": 6560,
    },
    "sta": {
        "tightestPinTransition_ns": 0.418,
        "min_period_ns": 3.18,
        "fin_setup_tns_ns": 0,
        "rsz0062_at_grt": "false",
        "finalMaxSlewViolations": 0,
        "post-route-period-util": 0.963,
        "setup-violations-final": 0,
        "finalHoldViolCount": 0,
        "slew_headroom": 0.717,
        "fmax_ghz": 0.315,
    },
    "final_layout": {
        "nFillCells": 391,
        "clkbuf_count": 0,
        "syn_to_final_growth_pct": 59.4,
        "seq_cells": 0,
        "post_route_cells_drive_above_1_share": 0.264,
        "flop_area_um2": 0,
    },
    "routing": {
        "drtPass1Iterations": 4,
        "drcViolationCount": 0,
        "drt-met1-wl_um": 1030,
        "wl_met2_um": 959,
        "routed_wl_um": 2020,
        "topRoutingLayerUsed": "met3",
        "via_per_inst": 4.42,
        "wl_per_cell_um": 11.7,
        "ant_nets": 0,
        "drt_iter0_drc": 32,
        "dr_wl_met3_um": 36,
        "diodes": 0,
        "vias": 765,
    },
    "synth": {
        "yosysTopAreaCellShare": 0.219,
        "xor_area_frac": 0.0128,
        "synthTopCellsByCount": "ha_1 (12), inv_1 (11), nand2_1 (5), nand2b_1 (5)",
        "synth_cell_type_count": 37,
        "adder_share": 0.277,
        "ys_seq_frac": 0,
        "aoi_share": 0.244,
        "netlist_area_um2": 687,
        "muxShareOfSynthArea": 0.113,
        "area_leaders": "ha_1 (22%), inv_1 (6.0%), fa_1 (5.8%)",
        "ys_sh_simple": 0.260,
        "syn_area_per_cell_um2": 7.63,
        "top_area_cell": "ha_1",
        "yosys_warnings": 0,
        "yosysChipArea_um2": 687,
        "syn_inst": 90,
        "ys_cells": 90,
        "top_logic_kind": "adder cells",
        "yosysMostFrequentCell": "ha_1",
    },
    "power": {
        "sw_frac_of_total": 0.434,
        "p_clk_frac": 0,
        "p_switching_mw": 0.0568,
        "combPwrFrac": 1.000,
        "leakagePower_nw": 0.515,
        "internal_power_mw": 0.0742,
        "irDropWorstVdd_mv": 0.0453,
        "powerDensity_nw_per_um2": 120,
        "p_seq_frac": 0,
        "power.total_mw": 0.131,
    },
    "worst_setup_path": {
        "crit_type": "input port to primary output",
        "cp_slowest_stage_delay_ns": 0.47,
        "cp.arrival_ns": 2.52,
        "worst_setup_path_start_kind": "input port",
        "worstPathCellList": "clkdlybuf4s15_1, ha_2, inv_1, fa_1, mux2i_1, xor2_1, nand2b_1, nand4_1, clkdlybuf4s50_1",
        "worst-endpoint-required_ns": 2.64,
        "crit_fanout": 3,
        "cpMaxStageDelayCell": "clkdlybuf4s50_1",
        "end_kind": "primary output",
    },
    "job": {
        "maxCapViolCount": 0,
        "warnings": 40,
    },
    "grt": {
        "grt_pass1_vias": 739,
        "grt_max_degree": 15,
        "grt.overflow.total": 0,
        "grt_pass1_wl_um": 3390,
        "antenna_found_initial": 0,
        "grt.total_usage": 0.0610,
    },
    "cts": {
        "postCtsHoldBufs": 0,
    },
    "placement": {
        "gp_congestion": 0.914,
        "io_buffers": 15,
        "hpwl_um": 1670,
    },
    "hold_path": {
        "hold_path_class": "input port to primary output",
    },
    "outcome": {
        "status": "completed",
    },
}
==> final timing paths <==
path | end | start | slack [ns] | cells after the start
setup / recovery | f[2] | b[0] | 0.12 | 9
hold / removal | f[3] | a[0] | 2.07 | 7
==> layout by cell type (no fill, tap or decap), types with 2 or more instances in the layout <==
cell,count
clkdlybuf4s50_1,7
fa_1,2
o31ai_1,2
nor3b_1,2
dlymetal6s2s_1,2
mux2i_1,4
o21ai_0,3
a21oi_1,2
o211ai_1,4
nand2b_1,5
nor2b_1,3
inv_1,11
a31oi_1,2
nor4_1,2
dlygate4sd2_1,4
ha_2,2
a32oi_1,2
nor2_1,3
ha_1,9
buf_4,23
nor3_1,2
nand2_1,5
==> worst max-delay path, delay by kind of cell <==
kind          cells  cell delay (ns)
xor+xnor          1             0.17
mux               1             0.23
fa+ha+maj         2             0.56
buf+inv           3             0.74
simple gates      2             0.17
==> what timing repair did <==
item	4_1_cts	5_1_grt
endpoints found under the setup margin	4	3
gates resized	8	8
buffers inserted	1	2
pin swaps	3	2
==> metrics by stage <==
| stage | cells | hold WS [ns] | cell area, um2 | setup WS, ns | utilization |
|---|---|---|---|---|---|
| 2_1_floorplan | 90 | 1.42 | 687 | 0.745 | - |
| 3_3_place_gp | 170 | 2.50 | 1050 | -0.367 | 0.290 |
| 3_5_place_dp | 170 | 2.49 | 1050 | -0.374 | 0.290 |
| 4_1_cts | 171 | 2.10 | 1060 | 0.00345 | 0.291 |
| 5_1_grt | 173 | 2.14 | 1090 | 0.000682 | 0.301 |
| 6_report | 173 | 2.07 | 1090 | 0.122 | 0.301 |
==> cell families (layout without fill, tap and decap cells) <==
logic type / Yosys count / count (layout)
multiplexers: 6 / 6
buffers and inverters: 16 / 51
AND-OR/OR-AND: 23 / 23
AND/OR/NAND/NOR: 30 / 30
adder cells (fa/ha/maj): 14 / 14
XOR/XNOR: 1 / 1
==> power groups by stage <==
stage / Combinational [mW] / Clock (mW) / Sequential (mW)
4_1_cts: 0.127 / 0 / 0
5_1_grt: 0.145 / 0 / 0
6_report: 0.131 / 0 / 0
==> layout make-up <==
class | instances | area [um2] | area share
multi-input combinational | 74 | 644 | 0.589
timing repair buffer | 40 | 349 | 0.319
tap | 48 | 60.1 | 0.0549
inverter | 11 | 41.3 | 0.0377
==> per-layer routing <==
| layer | vias up | track usage |
|---|---|---|
| li1 | 403 | - |
| met1 | 347 | 0.0897 |
| met2 | 15 | 0.104 |
| met3 | 0 | 0 |
| met4 | 0 | 0 |
| met5 | - | 0 |
Power figures rest on the tool's default switching activity, not on a simulated workload.
