File: ./constraint.sdc
current_design testeDisplay

set clk_period 4.5
set clk_io_pct 0.2

create_clock -name clk0 -period $clk_period [get_ports {key0}]
create_clock -name clk1 -period $clk_period [get_ports {key1}]
create_clock -name clk2 -period $clk_period [get_ports {key2}]

set non_clock_inputs [all_inputs -no_clocks]
set_input_delay [expr $clk_period * $clk_io_pct] -clock clk0 $non_clock_inputs
set_output_delay [expr $clk_period * $clk_io_pct] -clock clk0 [all_outputs]
File: ./run.sh
#!/bin/bash
# OpenROAD 26Q1-2900-gdf79404cd8, Yosys 0.63+post, stock flow scripts
make -C /OpenROAD-flow-scripts/flow DESIGN_CONFIG=/design/flow/config.mk WORK_HOME=/design/flow/orfs finish
File: ./config.mk
export PLATFORM = sky130hd
export DESIGN_NAME = testeDisplay
export DESIGN_NICKNAME = testeDisplay
export VERILOG_FILES = /design/flow/design.v
export SDC_FILE = /design/flow/constraint.sdc
export NUM_CORES = 4
export LEC_CHECK = 1
export CORE_AREA = 10 10 94 94
export DIE_AREA = 0 0 104 104
File: ./design.v
module testeDisplay (key0, key1, key2, key3, display, d, dp);
	input key0;
	input key1;
	input key2;
	input key3;
	output reg [7:0] display;
	output reg [6:0] d;
	output reg dp;
	initial begin
		d = 7'b1111111;  
		display = 8'b11111110;  
		dp = 1'b1;
	end
	always @(negedge key1) begin
		case (display)
			8'b01111111: display = (display << 8'd1);
			default: display = (display << 8'd1) + 8'd1;
		endcase
	end
	always @(negedge key0) begin
		case (d)
			7'b1111111: d = 7'b1000000;  
			7'b1000000: d = 7'b1111001;  
			7'b1111001: d = 7'b0100100;  
			7'b0100100: d = 7'b0110000;  
			7'b0110000: d = 7'b0011001;  
			7'b0011001: d = 7'b0010010;  
			7'b0010010: d = 7'b0000010;  
			7'b0000010: d = 7'b1111000;  
			7'b1111000: d = 7'b0000000;  
			7'b0000000: d = 7'b0010000;  
			7'b0010000: d = 7'b1111111;  
		endcase
	end
	always @(negedge key2) begin
		dp = ~dp;
	end
endmodule
==> deck_impl_summary.md <==
Flow Results at a Glance

Logic synthesis
  • # Cells Yosys: 76
  • Seq share, synth: 0.483
  • Warnings, synthesis: 1
  • Post-Syn Area per Cell: 10.6 um2
  • FFs w/ async S/R, synth: 0
  • Yosys chip area: 808 um2
  • Number of synthesized register bits: 16
  • Mapped Area: 808 um2
  • Mapped Cells: 76
  • Post-synth tally of flip-flops with integrated enable: 7
  • Unique cell types: 39
  • Main flop type: dfxtp_1

Worst setup path
  • Worst Path Arrival: 3.51 ns
  • Crit Path Max Fanout: 6
  • Worst setup EP type: primary output
  • Crit-path cells: clkdlybuf4s50_1
  • CP top delay family: buffers and inverters
  • Crit path largest cell delay: 0.51 ns
  • Crit path required time: 3.60 ns
  • Type of the worst setup path: reg -> out
  • Critical Path Start Type: flip-flop
  • Slowest-stage cell, CP: clkdlybuf4s50_1
  • Critical path buffers and inverters: 1

Timing
  • Final Worst Setup Slack: 0.0876 ns
  • Slew Viols, Final: 0
  • RSZ-0062 raised after global routing: false
  • Hold slack: 0.355 ns
  • Worst Max-Slew Pin Slew: 0.386 ns
  • Setup violators final: 0
  • Setup_tns: 0 ns
  • Final Hold Vio Count: 0
  • Max-Slew Margin vs Limit: 0.742
  • Clock Skews: 0.0106 ns

Placement
  • RD Place Congestion: 0.816
  • Dpl ws: 0.391 ns
  • IO buf count: 16
  • Post-DP HPWL: 1330 um
  • Cells after DPL: 187

Global route
  • Largest net degree at the start of global routing: 16
  • Initial antenna violation count: 0
  • First-pass GRT wire length: 3180 um
  • Vias in the first global route: 719
  • Global route total overflow: 0
  • GRT Total Usage: 0.0352

Cells and area
  • Register area: 390 um2
  • Area Growth Syn to Fin: 49.4%
  • Fin util: 0.177
  • Share of layout cells above drive strength 1: 0.153
  • Final Non-Filler Cells: 207
  • Filler cells: 782
  • Gate Area: 338 um2

Floorplan
  • # IOs: 20
  • Row Count: 30
  • Core area: 6830 um2
  • Die height: 104 um
  • Die W: 104 um
  • Fp_density: 0.118
  • Die footprint: 10800 um2

Job
  • OpenROAD warnings: 44
  • Maxcap violations: 0

Detailed routing
  • # diodes: 0
  • DR pass1 iterations: 4
  • DR WL met3: 250 um
  • Antenna-violating nets left: 0
  • Residual DRC: 0
  • Routed wire length: 1970 um
  • Post-DR vias/cell: 3.38
  • Vias: 700
  • Top Layer Used: met4
  • Routed wire per std cell: 9.53 um
  • Met2 wire len: 789 um
  • M1 WL: 884 um
  • Drt first-iter violations: 33

Clock network
  • Post-CTS sizing: 0
  • CTS tree: yes
  • CTS clk-pin slew, worst paths: 0.04 ns
  • # hold bufs at CTS: 0
  • Setup repair bufs after CTS: 0

Pwr
  • Pwr Density: 316 nW/um2
  • Peak VDD IR: 0.164 mV
  • Lkg Pwr: 0.498 nW

Run status
  • Status: finished clean

Worst hold path
  • Hold crit path type: reg -> reg
-- where the power goes --
group          internal (mW)  switching, mW    total, mW  leakage [nW]
registers              0.152              0        0.152         0.154
clock network          0.137         0.0926        0.230         0.134
logic                      0              0  0.000000211         0.211
total                  0.289         0.0926        0.382         0.498
-- metrics by stage --
stage | power (mW) | area [um2]
6_report | 0.382 | 1210
5_1_grt | 0.413 | 1210
4_1_cts | 0.391 | 1210
3_5_place_dp | 0.179 | 1070
3_3_place_gp | 0.179 | 1070
2_1_floorplan | 0.179 | 808
-- cell usage after synthesis (all sizes together) (2+ instances only) --
master	count	share of area
xor2	2	0.031
mux2i	2	0.025
buf	6	0.067
nand3	2	0.012
and2	2	0.015
dfxtp	9	0.22
edfxtp	7	0.26
o21ai	3	0.019
nor2	5	0.033
o22ai	2	0.023
nand2	4	0.019
inv	7	0.033
nor3	3	0.019
a21oi	4	0.029
-- worst paths after layout --
path | startpoint | endpoint | slack, ns | depth (start not counted)
worst max-delay path | d[0]$_DFFE_NP_ | d[0] | 0.09 | 1
worst min-delay path | display[3]$_DFF_N_ | display[4]$_DFF_N_ | 0.35 | 0
worst max register to register | d[0]$_DFFE_NP_ | d[1]$_DFFE_NP_ | 2.67 | 4
worst min register to register | display[3]$_DFF_N_ | display[4]$_DFF_N_ | 0.35 | 0
max in group clk1 | display[6]$_DFF_N_ | display[0]$_SDFF_NN0_ | 3.49 | 2
max in group clk2 | dp$_DFF_N_ | dp$_DFF_N_ | 4.05 | 1
min in group clk2 | dp$_DFF_N_ | dp$_DFF_N_ | 0.37 | 1
min in group clk0 | d[2]$_DFFE_NP_ | d[3]$_DFFE_NP_ | 0.76 | 2
-- per-layer routing --
metal | track usage | up-vias
met5 | 0 | -
met4 | 0.0239 | 0
met3 | 0.0338 | 2
met2 | 0.0401 | 22
met1 | 0.0392 | 330
li1 | - | 346
-- flip-flops by register name, indices dropped and copies added, names as in the netlist --
register / count
display: 8
d: 7
dp: 1
-- placed cells by master, fill, tap and decap left out --
| master | netlist | layout |
|---|---|---|
| or4_1 | 1 | 1 |
| buf_4 | 2 | 5 |
| a21boi_1 | 1 | 1 |
| xor2_1 | 1 | 1 |
| o21ai_1 | 2 | 2 |
| o22ai_1 | 1 | 1 |
| nand3_1 | 2 | 2 |
| mux2i_1 | 2 | 2 |
| clkdlybuf4s50_1 | 0 | 16 |
| a211o_1 | 1 | 1 |
| o32ai_2 | 1 | 1 |
| o32a_1 | 1 | 1 |
| nand3b_1 | 1 | 1 |
| nand4_1 | 1 | 1 |
| o21bai_1 | 1 | 1 |
| clkbuf_8 | 0 | 6 |
| o21ai_0 | 1 | 1 |
| nor3_1 | 3 | 3 |
| a21o_1 | 1 | 1 |
| a21oi_2 | 1 | 1 |
| and4b_1 | 1 | 1 |
| a211oi_1 | 1 | 1 |
| inv_1 | 7 | 21 |
| a32oi_1 | 1 | 1 |
| nor4_1 | 1 | 1 |
| o22ai_2 | 1 | 1 |
| edfxtp_1 | 7 | 7 |
| nand2_1 | 4 | 4 |
| nor2b_1 | 1 | 1 |
| and2_1 | 2 | 2 |
| nor2_1 | 4 | 4 |
| or2_4 | 1 | 1 |
| a41oi_1 | 1 | 1 |
| nor2_4 | 1 | 1 |
| o22a_1 | 1 | 1 |
| xor2_2 | 1 | 1 |
| a21oi_1 | 3 | 3 |
| dfxtp_1 | 9 | 9 |
| and4bb_1 | 1 | 1 |
-- cell families (layout without fill, tap and decap cells) --
family / Yosys count / in the layout / synth area share
and+or+nand+nor: 24 / 24 / 0.178
AOI/OAI and AO/OA: 19 / 19 / 0.184
DFF: 16 / 16 / 0.483
buffers and inverters: 13 / 48 / 0.0991
xor gates and xnor gates: 2 / 2 / 0.0310
muxes: 2 / 2 / 0.0248
-- layout make-up --
type / instances / share of cell area
clock buffer: 6 / 0.0684
clock inverter: 17 / 0.0528
inverter: 4 / 0.0124
multi-input combinational: 47 / 0.280
sequential: 16 / 0.323
tap: 96 / 0.0995
timing repair buffer: 21 / 0.164
Power is estimated from default activity; no workload was simulated.
