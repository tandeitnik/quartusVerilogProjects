--- design/flow/run.sh ---
#!/bin/bash
# OpenROAD 26Q1-2900-gdf79404cd8, Yosys 0.63+post, stock flow scripts
make -C /OpenROAD-flow-scripts/flow DESIGN_CONFIG=/design/flow/config.mk WORK_HOME=/design/flow/orfs finish
--- design/flow/config.mk ---
export PLATFORM = sky130hd
export DESIGN_NAME = testeDisplayClk
export DESIGN_NICKNAME = testeDisplayClk
export VERILOG_FILES = /design/flow/design.v
export SDC_FILE = /design/flow/constraint.sdc
export NUM_CORES = 4
export LEC_CHECK = 1
export CORE_AREA = 10 10 71 71
export DIE_AREA = 0 0 81 81
--- design/flow/constraint.sdc ---
current_design testeDisplayClk

set clk_period 2.3
set clk_io_pct 0.2

create_clock -name clk0 -period $clk_period [get_ports {clk}]

set non_clock_inputs [all_inputs -no_clocks]
set_input_delay [expr $clk_period * $clk_io_pct] -clock clk0 $non_clock_inputs
set_output_delay [expr $clk_period * $clk_io_pct] -clock clk0 [all_outputs]
--- design/flow/design.v ---
module testeDisplayClk (clk, display, d,b);
	input clk;
	output reg [7:0] display;
	output reg [7:0] d;
	output reg [3:0] b;
	initial begin
		display = 8'b11111110;
		d = 8'b11000000;
		b = 4'd0;
	end
	always @(negedge clk) begin
		d = 8'b11111111;  
		case (display)
			8'b01111111: display = display << 1;
			default: display = (display << 1) + 8'd1;
		endcase
		case (b)
			4'd7: b = 4'd0;
			default: b = b + 4'd1;
		endcase
		case (b)
			4'd0: d = 8'b11000000;  
			4'd1: d = 8'b11111001;  
			4'd2: d = 8'b10100100;  
			4'd3: d = 8'b10110000;  
			4'd4: d = 8'b10011001;  
			4'd5: d = 8'b10010010;  
			4'd6: d = 8'b10000010;  
			4'd7: d = 8'b11111000;  
			4'd8: d = 8'b10000000;  
			4'd9: d = 8'b10010000;  
		endcase
	end	
endmodule
==> GITHUB_STEP_SUMMARY <==
### Flow metrics

| Metric | Value |
|---|---|
| Chip width | 81 um |
| Antenna Diode Count | 0 |
| Layout Utilization | 0.3213 |
| Total cell area reported by yosys after synthesis | 807.0 sq um |
| DRT iter0 DRCs | 18 |
| Number of synthesis warnings | 1 |
| DRC viols | 0 |
| Most frequent logic cell in the layout | inv_1 |
| Cell count after placement | 160 |
| Core area | 3633 sq um |
| GR met2 Demand/Resource | 0.08678 |
| Class of the worst hold path | reg -> reg |
| Cell at the root of the clock tree | clkbuf_8 |
| Count of port buffers added during placement | 19 |
| Post-synthesis instance area | 807.0 sq um |
| Mean instance size in the synthesized netlist | 9.384 sq um |
| Worst setup margin | -0.05339 ns |
| Chip Footprint | 6561 sq um |
| Power Total | 0.6777 mW |
| CTS tree | done |
| Worst Path Class, Setup | reg -> out |
| Proportion of synthesized chip area in sequential cells | 0.4713 |
| Global routing usage summed across all routing layers | 0.05738 |
| Peak per-stage delay on the critical path | 0.31 ns |
| Initial Util | 0.2221 |
| Distinct lib cells used | 27 |
| Synth-to-Final Area Change | 44.65% |
| Routed WL per cell | 9.837 um |
| Number of failing setup endpoints in the final timing report | 19 |
| Final slew viol count | 0 |
| Standard-cell rows | 22 |
| Crit path buf inv count | 1 |
| RSZ-0062 raised after global routing | true |
| Total congestion overflow | 0 |
| Area taken by flip-flops and latches | 397.9 sq um |
| PD cells | 580.6 nW/um^2 |
| Cell total in the yosys stat output | 86 |
| Type of element launching the critical path | flop |
| Max-cap violations | 0 |
| Tool warning count | 51 |
| Largest net degree at the start of global routing | 13 |
| CTS H-tree depth | 1 |
| I/O pin cnt | 21 |
| Combinational gate area | 374.1 sq um |
| Cell-by-cell listing of the critical path | buf_2 |
| Insertion delay at the late pin of the worst-skew pair | 0.33 ns |
| Endpoint arrival time on the critical path | 1.89 ns |
| Largest fanout of any net on the critical path | 2 |
| CTS clk-pin slew, worst paths | 0.04 ns |
| Req. time, crit path | 1.84 ns |
| Syn Inst Count | 86 |
| Hold path start | display[2]$_DFF_N_ |
| Via count of the routed design | 743 |
| Ys flops | 19 |
| Static Leak | 0.5892 nW |
| Sum of negative setup slack | -0.5547 ns |
| Count of flip-flops with a built-in enable after synthesis | 0 |
| Peak ir drop on the vdd network | 0.2379 mV |
| Slowest stage cell, crit path | dfxtp_2 |
| Most frequent cells in the layout | inv_1 (27), buf_2 (19), dfxtp_2 (14), buf_4 (13), nand2_1 (10) |
| Proportion of layout cells with a drive suffix above 1 | 0.3897 |
| Endpoint kind of the worst setup timing path | output port |
| Share of synthesized registers carrying an async set or reset | 0 |
| Sink count of the clock tree | 19 |
| Failing checks | setup timing |
| Non-filler instance count after layout | 184 |
| Global placement routability congestion | 0.7421 |
| Wire length of the first global-routing pass | 3153 um |
| Cell class contributing the biggest share of worst-path delay | flip-flops |
| Worst reg2reg path startpoint | b[0]$_DFF_N_ |
| Met3 demand-to-capacity share in global routing | 0.03341 |
| Remaining number of nets flagged by the antenna check after routing | 0 |
| Number of antenna violations at the first check in global routing | 0 |
| Worst Skew | 0.01684 ns |
| Maximum count of clock buffers along a single path | 2 |
| Pre-CTS setup slack | -0.1053 ns |
| Met1 Resource Use GR | 0.06027 |
| Outcome | finished, violations left |
| Pre-Repair DR Iteration Count | 4 |
| Total wire length after detailed routing | 1810 um |
| Detail Placement HPWL | 1286 um |
| Most frequently used flop master after synthesis | dfxtp_1 |
| DR vias/cell | 4.038 |
| Crit path from | b[0]$_DFF_N_ |
| Most congested layer reported by global routing | met2 |
| Final hold violations | 0 |
| CTS Buf Count | 3 |
| Via count of the first global-routing pass | 800 |
| Die extent in y | 81 um |
| Fill count | 395 |
## metrics by stage
step | area [sq um] | hold WS [ns]
3_5_place_dp | 1117 | 0.4438
2_1_floorplan | 807.0 | 0.3304
5_1_grt | 1167 | 0.4479
4_1_cts | 1166 | 0.4350
6_report | 1167 | 0.4359
3_3_place_gp | 1117 | 0.4348
## path summary, 6_finish.rpt
kind | to | slack (ns) | cells after the start
worst max-delay path | b[0] | -0.05 | 1
worst min-delay path | display[3]$_DFF_N_ | 0.44 | 1
worst max register to register | d[4]$_DFF_N_ | 0.59 | 6
worst min register to register | display[3]$_DFF_N_ | 0.44 | 1
## where the power goes
group / switching [mW] / total, mW / leakage [nW] / internal, mW
combinational: 0.0000719 / 0.0000722 / 0.301 / 0
sequential: 0 / 0.332 / 0.160 / 0.332
clock: 0.184 / 0.346 / 0.128 / 0.162
## logic make-up after synthesis
logic type                 synth area share
muxes                               0.02790
AOI/OAI and AO/OA                    0.1644
xor gates and xnor gates            0.02016
DFF                                  0.4713
other                              0.004647
adders and majority gates           0.09302
and+or+nand+nor                      0.1535
buffers and inverters               0.06512
## synthesized netlist by cell type (all sizes together), types with 2 or more instances
| cell | number | share of area |
|---|---|---|
| nand2 | 10 | 0.047 |
| a21oi | 6 | 0.037 |
| nor2 | 4 | 0.019 |
| ha | 6 | 0.093 |
| o21ai | 8 | 0.050 |
| dfxtp | 19 | 0.47 |
| buf | 4 | 0.028 |
| inv | 8 | 0.037 |
| o21a | 2 | 0.019 |
| nand3 | 4 | 0.031 |
## flip-flops by register name (all words and copies together), names as in the netlist
signal,flops
b,4
d,7
display,8
## per-layer routing
metal  wire length [um]  share of wire  vias up
li1                   -              -      390
met4                 39          0.022        0
met2                758           0.42       22
met3                189           0.10        4
met5                  0              0        -
met1                823           0.45      327
## final cells by class
cell class | count | share of cell area
Sequential cell | 19 | 0.3408
Multi-Input combinational cell | 55 | 0.3205
Timing Repair Buffer | 32 | 0.1651
Clock inverter | 20 | 0.06431
Tap cell | 48 | 0.05145
Clock buffer | 3 | 0.03537
Inverter | 7 | 0.02251
## repair_timing
item                                    in CTS  in global routing
cloned                                       0                  0
gates resized                               70                  1
setup buffers                                2                  0
hold buffers                                 0                  0
endpoints found under the setup margin      19                 19
Power and IR drop assume default switching activity.
